===== ./design.v =====
module ALU_32_bits (
	input logic [31:0] A,B,
	input logic [3:0] ALU_Op,
	output logic [31:0] Result,
	output logic [3:0] ALUFlags
);
	logic [31:0] Cin;
	logic [32:0] Sum;
	logic V,C,Z,N;
	always_comb begin
	case(ALU_Op)
		32'b0000: Result = A & B;  
		32'b0001: Result = A | B;  
		32'b0010: Result = A ^ B;  
		32'b0011: Result = A + B;  
		32'b0100: Result = A << B[4:0];  
		32'b0101: Result = A >> B[4:0];  
		32'b0110: Result = A >>> B[4:0];  
		32'b0111: Result = A << (32-B[4:0] | A >> B[4:0]);  
		32'b1011: Result = A + ~B + 1;  
		32'b1100: Result = A & ~B;  
		default: Result = 0;  
	endcase
	end
	assign Cin = ALU_Op[0] ? ~B : B;
	assign Sum = A + Cin + ALU_Op[0];
	assign ALUFlags = {V,C,Z,N};
	assign V = (ALU_Op[1] == 1'b0) & ~(A[31] ^ B[31] ^ ALU_Op[0]) & (A[31] ^ Sum[31]);
	assign C = (ALU_Op[1] == 1'b0) & Sum[32];
	assign Z = (Result == 32'b0000);
	assign N = Result[31];
endmodule

===== ./run.sh =====
#!/bin/bash
# OpenROAD 26Q1-2900-gdf79404cd8, Yosys 0.63+post, stock flow scripts
make -C /OpenROAD-flow-scripts/flow DESIGN_CONFIG=/design/flow/config.mk WORK_HOME=/design/flow/orfs finish

===== ./config.mk =====
export PLATFORM = sky130hd
export DESIGN_NAME = ALU_32_bits
export DESIGN_NICKNAME = ALU_32_bits
export VERILOG_FILES = /design/flow/design.v
export SDC_FILE = /design/flow/constraint.sdc
export NUM_CORES = 4
export LEC_CHECK = 1
export CORE_UTILIZATION = 40

===== ./constraint.sdc =====
current_design ALU_32_bits

set clk_period 13.2
set clk_io_pct 0.2

create_clock -name clk0 -period $clk_period

set non_clock_inputs [all_inputs -no_clocks]
set_input_delay [expr $clk_period * $clk_io_pct] -clock clk0 $non_clock_inputs
set_output_delay [expr $clk_period * $clk_io_pct] -clock clk0 [all_outputs]

==> flow.log <==
[report] implementation figures
INFO  metric synthAdderAreaFrac = between 10 and 15%
INFO  metric swShare = between 60% and 70%
INFO  metric max_slew_violation_count = 0
INFO  metric power = roughly 640 µW
INFO  metric synth_cells = around 1.6k
INFO  metric avgSynthCellArea = slightly below 7 µm²
INFO  metric timing.setup.tns = 0 ns
INFO  metric grt_first_pass_wirelength = about 90,000 µm
INFO  metric synth-warning-count = 1
INFO  metric drc = 0
INFO  metric detailedRoute.firstIterationViolations = roughly 1.9k
INFO  metric detailedRoute.firstPassIterationCount = 6
INFO  metric place_ws = between 1.5 and 2 ns
INFO  metric fp-row-count = roughly 60
INFO  metric rsz_0062_raised_after_global_routing = no
INFO  metric nFillCells = approximately 2.8k
INFO  metric worst_ep_required_time = roughly 11 ns
INFO  metric status = finished clean
INFO  metric overflow = 0
INFO  metric vias_per_cell = slightly below 7
INFO  metric dp.final_hpwl = around 49,000 µm
INFO  metric min_period = around 12 ns
INFO  metric vias = approximately 14k
INFO  metric critPathLaunchType = primary input
INFO  metric internal_power_of_the_cells = 237.1 µW
INFO  metric worst-endpoint-arrival = ~9 ns
INFO  metric p_sw = about 400 µW
INFO  metric syn-cell-area = 11,340 µm²
INFO  metric cts_hold_buf = 0
INFO  metric seq_cells = 0
INFO  metric timing.critical_path.mode_cell = a211oi_1
INFO  metric logic_family = AND-OR/OR-AND gates
INFO  metric design.core.area = approximately 28,000 µm²
INFO  metric cp_slowest_cell = clkdlybuf4s50_1
INFO  metric post_synthesis_cell_count_from_yosys = between 1.5k and 2k
INFO  metric layout.clock_buffers = 0
INFO  metric fmax_achieved = between 80 and 90 MHz
INFO  metric final_layout_size_suffix_gt1_share = 9.606%
INFO  metric ir_worst_vdd = 23.30 µV
INFO  metric cts_resized = 0
INFO  metric dieArea = slightly below 30,000 µm²
INFO  metric critical_path_class = primary input to output port
INFO  metric cp_max_fo = 9
INFO  metric synth.yosys.chip_area = 11,340 µm²
INFO  metric leakage = approximately 0.0052 µW
INFO  metric mux_share = 12.61%
INFO  metric ys_seq_share = 0%
INFO  metric most_common_cell_after_layout_fill_and_taps_aside = nand2_1
INFO  metric max-slew-margin-rel = about a fifth
INFO  metric floorplan.die.height = 170.4 µm
INFO  metric gr-usage-all-layers = 43.57%
INFO  metric port_buffers = between 100 and 150
INFO  metric maxcap_viol_count = 0
INFO  metric post_synth_num_cell_types = between 90 and 100
INFO  metric setup.worst_path.end_class = output port
INFO  metric number_of_logged_tool_warnings = approximately 94
INFO  metric postPlaceCellArea = around 13,000 µm²
INFO  metric timing.critical_path.slowest_cell_delay = 0.92 ns
INFO  metric min_period_over_period = a little under 90%
INFO  metric layout.cells.most_common_list = nand2_1 (134), ha_1 (126), nor2_1 (124)
INFO  metric setup_viol = 0
INFO  metric fin_ws = 1.524 ns
INFO  metric tightestPinTransition = approximately 1.2 ns
INFO  metric synthXorXnorAreaFrac = about 5.6%
INFO  metric initial_antenna_violation_count = 2
INFO  metric grt_max_degree = a little over 50
INFO  metric drt_wl_total = 62,550 µm
INFO  metric cp_cell_sequence = clkdlybuf4s50_1 -> inv_1 -> ha_1 -> a2111oi_0 -> a211oi_1 -> a211oi_1 -> a211oi_1 -> nor3_1 -> o21ai_0 -> a211oi_1 -> a311oi_1 -> or4_1 -> nor4_1 -> nand4b_1 -> nor3_2 -> clkdlybuf4s50_1
INFO  metric place.gp.congestion = between 1 and 1.5
INFO  metric min-delay-path-class = primary input to output port
INFO  metric area.sequential = 0 µm²
INFO  metric postLayoutCellArea = around 13,000 µm²
INFO  metric area_growth = 12.37%
INFO  metric dieWidth = around 170 µm
INFO  metric postRouteAntennaNets = 0
INFO  metric postCtsSetupBuffers = 0
INFO  metric ys_sh_aoi = a little over a third
INFO  metric number_of_global_route_vias_before_repair = ~13k
INFO  metric initial_core_util = between 40% and 50%
INFO  metric io-pin-count = 104
INFO  metric finalHoldViolCount = 0
INFO  metric post_detailed_route_wirelength_per_cell = roughly 30 µm
INFO  metric simple_gate_share = 22.21%
INFO  metric powerDensity = 49.95 nW/µm²
==> final timing paths <==
kind                      start  slack [ns]  cells after the start     endpoint
worst max-delay path       A[5]        1.52                     16  ALUFlags[1]
worst min-delay path  ALU_Op[0]        6.58                      5  ALUFlags[3]
==> final cells by class <==
| cell class | instances | area, µm² | area share, % |
|---|---|---|---|
| multi-input combinational | 1409 | 10370 | 81.37 |
| tap | 378 | 473.0 | 3.712 |
| antenna | 3 | 7.507 | 0.05892 |
| timing repair buffer | 170 | 1529 | 12.00 |
| inverter | 97 | 364.1 | 2.858 |
==> metal layers <==
layer / share of wire [%] / up-vias / routed length, µm / GRT usage [%]
met1: 41 / 6767 / 25840 / 59.96
li1: - / 6332 / - / -
met5: 0.16 / - / 98 / 0
met3: 13 / 177 / 8231 / 15.75
met2: 40 / 995 / 25130 / 61.40
met4: 5.2 / 4 / 3247 / 17.59
==> power by group through the flow <==
stage	clock network, µW	registers (µW)	logic, µW
after global routing	0	0	670
after CTS	0	0	612
==> cells in the mapped netlist, types with 37 or more instances <==
| cell type | count | area [µm²] |
|---|---|---|
| ha_1 | 126 | 1577 |
| a21oi_1 | 104 | 520.5 |
| nor2_1 | 127 | 476.7 |
| nand2_1 | 134 | 503.0 |
| a31oi_1 | 44 | 275.3 |
| a21o_1 | 37 | 277.8 |
| nand3_1 | 67 | 335.3 |
| nor3_1 | 37 | 185.2 |
| clkbuf_1 | 78 | 292.8 |
| o21ai_0 | 96 | 480.5 |
| inv_1 | 94 | 352.8 |
| xnor2_1 | 40 | 350.3 |
| mux2i_1 | 54 | 540.5 |
==> metrics by stage <==
stage / std cells / util (%) / hold slack [ns]
6_report: 2057 / 45.74 / 6.578
5_1_grt: 2054 / 45.71 / 6.633
4_1_cts: 2054 / 45.71 / 6.552
3_5_place_dp: 2054 / 45.71 / 6.551
3_3_place_gp: 2054 / 45.71 / 6.530
2_1_floorplan: 1636 / - / 5.467
==> cells by family (layout without fill, tap and decap cells) <==
| group | after synthesis | in the layout |
|---|---|---|
| AOI/OAI and AO/OA | 591 | 591 |
| and+or+nand+nor | 508 | 508 |
| muxes | 109 | 109 |
| buffers and inverters | 227 | 267 |
| adders and majority gates | 128 | 128 |
| xor gates and xnor gates | 73 | 73 |
| other | 0 | 3 |
==> worst max-delay path, delay by kind of cell <==
family,cells,cell delay [ns]
fa+ha+maj,1,0.48
simple gates,5,1.60
compound gates,7,2.53
buf+inv,3,1.76
Power is estimated from default activity; no workload was simulated.
