## /design/flow/config.mk

```make
export PLATFORM = sky130hd
export DESIGN_NAME = mux2_1
export DESIGN_NICKNAME = mux2_1
export VERILOG_FILES = /design/flow/design.v
export SDC_FILE = /design/flow/constraint.sdc
export NUM_CORES = 4
export LEC_CHECK = 1
export CORE_AREA = 10 10 71 71
export DIE_AREA = 0 0 81 81
```

## /design/flow/constraint.sdc

```tcl
current_design mux2_1

set clk_period 1.0
set clk_io_pct 0.2

create_clock -name clk0 -period $clk_period

set non_clock_inputs [all_inputs -no_clocks]
set_input_delay [expr $clk_period * $clk_io_pct] -clock clk0 $non_clock_inputs
set_output_delay [expr $clk_period * $clk_io_pct] -clock clk0 [all_outputs]
```

## /design/flow/design.v

```verilog
module mux2_1 #(DataWidth = 32)(input logic [DataWidth - 1:0]PCPlus4,
				   input logic [DataWidth - 1:0]BranchAdd,
				   input logic  PCSrc, 
				   output logic[DataWidth - 1:0]PC);
	always_comb begin	
		case(PCSrc)
		1'b0: PC = PCPlus4;
		1'b1: PC = BranchAdd;
		endcase
	end
endmodule
```

## /design/flow/run.sh

```bash
#!/bin/bash
# OpenROAD 26Q1-2900-gdf79404cd8, Yosys 0.63+post, stock flow scripts
make -C /OpenROAD-flow-scripts/flow DESIGN_CONFIG=/design/flow/config.mk WORK_HOME=/design/flow/orfs finish
```

==> impl_metrics.csv <==
group,metric,value,unit
yosys,ys_warn_count,1,
drt,totalWireLength,2.77,mm
yosys,area_leaders,"mux2_4 83%, buf_12 11%, mux2_2 4.1%, buf_6 2.1%",
grt,track_usage,0.0733,
timing,min_period_over_period,1.08,
yosys,most_common_cell,"mux2_4",
place,gp_congestion,0.856,
drt,met3_length,338,µm
finish,syn2layout_area_growth,186,%
timing,slew_violations,0,
status,status,"complete, but fails checks",
critical_path,startpoint,"PCSrc",
critical_path,cpPeakStageDelay,0.30,ns
power_and_ir_drop,power.density,398,nW/µm²
drt,met2WireLength,1.38,mm
worst_hold_path,hold_path_depth,3,
die,initCoreUtil,0.150,
yosys,yosys-top-cells-count,"30 x mux2_4, 3 x buf_12, 2 x mux2_2",
die,die_w,81,µm
power_and_ir_drop,ir_drop,0.143,mV
critical_path,cp_num_cells,4,
drt,vias,691,
critical_path,critical_path_required,0.80,ns
yosys,syn_area,544,µm²
critical_path,endpoint_kind,"output port",
critical_path,crit_arrival,0.88,ns
die,dieArea,6560,µm²
critical_path,path_buffers,3,
grt,grt_pass1_wl,3.88,mm
die,io_pins,97,
yosys,netlist_instances,36,
drt,diodes,0,
place,port_buffers,97,
timing,setup_viol,31,
place,dp.cells,180,
finish,final.clkbuf_count,0,
timing,period_needed,1.08,ns
critical_path,cpMostUsedCell,"buf_12",
timing,fmax,0.922,GHz
finish,finalNonFillerCells,182,
drt,highest-signal-layer,"met3",
place,place_ws,-0.523,ns
yosys,yosys_cells,36,
yosys,top_area_frac,0.828,
timing,finalWorstSetupSlack,-0.0844,ns
critical_path,critical-path-top-delay-family,"buffers and inverters",
yosys,yosys.area.top_type,"mux2_4",
drt,met1_length,1.06,mm
drt,ant_nets,0,
timing,rsz0062_at_grt,"yes",
grt,grt_overflow,0,
worst_hold_path,hp-class,"in -> out",
die,fp.coreArea,3630,µm²
finish,drive_above_1_share,0.522,
drt,wl_per_cell,15.2,µm
drt,drc,0,
timing,tightest_slew,0.0844,ns
yosys,synth_cell_type_count,4,
power_and_ir_drop,p_leak,0.838,nW
critical_path,cp_max_fo,10,
die,die_h,81,µm
flow_run,warnings,34,
timing,holdWs,0.748,ns
timing,max-slew-margin-rel,0.944,
flow_run,drv_cap,0,
critical_path,cpMaxStageDelayCell,"mux2_4",
grt,antenna_found_initial,0,
yosys,ys_chip_area,544,µm²
grt,first_global_vias,720,
cts,postCtsHoldBufs,0,
drt,viasPerCell,3.80,
yosys,synth_area_per_cell,15.1,µm²
status,violations,"setup timing",
drt,drt_iter0_drc,3,
critical_path,startpoint_type,"primary input",
timing,hold_viol_final,0,
critical_path,crit_end,"PC[17]",
yosys,ys_seq_frac,0,
grt,grt_max_degree,11,
die,std_cell_rows,22,
critical_path,path_cells,"buf_12, buf_12, mux2_4, buf_6",
critical_path,path_class,"in -> out",
finish,regArea,0,µm²
drt,dr.pass1.iters,2,
place,dpl.hpwl,2.59,mm
finish,ff_count,0,
==> placed cells by master (no fill, tap or decap), drive strengths merged <==
master / instances
buf: 38
clkdlybuf4s15: 2
mux2: 32
dlygate4sd2: 62
==> layout make-up <==
type	instances	area (µm²)
Fill cell	380	2080
Multi-Input combinational cell	32	480
Tap cell	48	60.1
Timing Repair Buffer	102	1010
==> timing repair <==
item / 4_1_cts / 5_1_grt
cloned: 1 / 0
buffers inserted: 1 / 0
resized: 187 / 10
endpoints found under the setup margin: 32 / 32
==> kinds of logic after synthesis <==
group	synth area share
buffers and inverters	0.131
muxes	0.869
==> metrics by stage <==
stage / instance area, µm² / TNS (ns) / total power (W) / util
6_report: 1550 / -2.26 / 0.000619 / 0.428
4_1_cts: 1500 / -2.34 / 0.000594 / 0.412
5_1_grt: 1550 / -2.86 / 0.000662 / 0.428
2_1_floorplan: 544 / 0 / 0.000206 / -
3_3_place_gp: 1560 / -16.30 / 0.000668 / 0.429
3_5_place_dp: 1560 / -16.39 / 0.000673 / 0.429
==> how the worst min path moves through the flow <==
stage | slack, ns | start | end
CTS | 0.75 | PCSrc | PC[31]
global route | 0.77 | PCSrc | PC[31]
finish | 0.75 | PCSrc | PC[31]
==> per-layer routing <==
metal / vias up / track usage
li1: 333 / -
met2: 50 / 0.125
met3: 0 / 0.0345
met4: 0 / 0
met5: - / 0
met1: 308 / 0.0876
==> report_power, final <==
| group | internal (W) | switching [W] | total (W) |
|---|---|---|---|
| logic | 0.000480 | 0.000139 | 0.000619 |
| clock network | 0 | 0 | 0 |
| registers | 0 | 0 | 0 |
Power and IR drop assume default switching activity.
