--- /design/flow/config.mk ---
export PLATFORM = sky130hd
export DESIGN_NAME = clkdiv
export DESIGN_NICKNAME = clkdiv
export VERILOG_FILES = /design/flow/design.v
export SDC_FILE = /design/flow/constraint.sdc
export NUM_CORES = 4
export LEC_CHECK = 1
export CORE_AREA = 10 10 90 90
export DIE_AREA = 0 0 100 100
--- /design/flow/run.sh ---
#!/bin/bash
# OpenROAD 26Q1-2900-gdf79404cd8, Yosys 0.63+post, stock flow scripts
make -C /OpenROAD-flow-scripts/flow DESIGN_CONFIG=/design/flow/config.mk WORK_HOME=/design/flow/orfs finish
--- /design/flow/constraint.sdc ---
current_design clkdiv

set clk_period 5.0
set clk_io_pct 0.2

create_clock -name clk0 -period $clk_period [get_ports {clk}]

set non_clock_inputs [all_inputs -no_clocks]
set_input_delay [expr $clk_period * $clk_io_pct] -clock clk0 $non_clock_inputs
set_output_delay [expr $clk_period * $clk_io_pct] -clock clk0 [all_outputs]
--- /design/flow/design.v ---
module clkdiv(input logic clk, clr, output logic clk3);
logic [24:0] q;
always_ff @(posedge clk)
  begin
    if(clr)
      q<=0;
    else
      q<=q+1;
  end
  assign clk3 = q[23];
endmodule
==> run_results.csv <==
group,metric,value,unit
synthesis,ys.flops,24,
power,combinationalPowerShare,0.021,
global_routing,grt_use_total,0.0387,
power,intPower,266,uW
setup_path,crit_required,4.00,ns
power,peakVddDrop,0.120,mV
die,core,6280,sq um
timing,fmax,474,MHz
clock_tree,clk_latency,0.26,ns
power,pwr-share-clk,0.391,
routing,drcViolationCount,0,
power,p_per_area,272,nW/um^2
setup_path,r2r_cells,5,
clock_tree,cts_setup_buffers,0,
die,die-height,100,microns
synthesis,synthCells,119,
setup_path,critPathSlowestCell,"clkdlybuf4s50_1",
hold_path,hold_class,"flop to flop",
timing,setup-violations-final,0,
synthesis,logic_family,"simple AND/OR/NAND/NOR gates",
setup_path,r2r-end,"q[22]",
synthesis,ys_cells,119,
synthesis,topCellsByArea,"dfxtp_1 45%, xor2_1 5.7%, a21oi_1 5.1%",
synthesis,xor_share,0.0900,
synthesis,ys_seq_share,0.449,
routing,post_drt_via_cell_ratio,4.03,
timing,hold_viol_final,0,
die,die_area,10000,sq um
timing,slew_violations,0,
synthesis,syn_avg_cell_area,9.00,sq um
hold_path,whs_path_depth,2,
routing,diodes,0,
global_routing,grt_max_degree,25,
timing,rsz0062_at_grt,"false",
die,chipWidth,100,microns
clock_tree,htreeDepth,1,
placed_design,dp_hpwl,1230,microns
final_layout,logic_area,568,sq um
synthesis,synth-edff-count,0,
setup_path,r2r_setup_slack,3.11,ns
setup_path,cp_top_family,"buffers and inverters",
routing,drt_first_iter_violations,28,
synthesis,adder_share,0.0117,
synthesis,aoi_share,0.117,
final_layout,instances_no_fill,199,
final_layout,fill_cells,677,
power,power_switching,66.5,uW
die,num_io_pins,3,
final_layout,largest_register_ffs,24,
power,p_leak,0.373,nW
synthesis,synth.distinct_cells,27,
synthesis,synth_area,1070,sq um
synthesis,ys_area,1070,sq um
timing,fin_worst_skew,0.00150,ns
timing,tightest_slew,0.845,ns
die,fp_util,0.171,
clock_tree,cts_sinks,24,
clock_tree,cts_root_buffer,"clkbuf_8",
synthesis,ff_type,"dfxtp_1",
routing,ant_nets,0,
timing,relSlewSlack,0.435,
die,rows,29,
run,tool_warnings,25,
clock_tree,cts_buffer_depth,2,
global_routing,grt-ovfl-total,0,
clock_tree,cts_tree,"done",
final_layout,final_util,0.195,
setup_path,timing.rr.start,"q[0]",
setup_path,worstSetupPathType,"flop to primary output",
synthesis,yosys_warnings,1,
placed_design,io_buffers,2,
synthesis,ys_top_cells_by_count,"24 x dfxtp_1, 12 x nor2_1, 11 x a21oi_1",
routing,wl_met3,59,microns
synthesis,ys_async_sr_fraction,0,
clock_tree,clk_pin_slew,0.08,ns
routing,wl_met1,940,microns
power,seq_power_share,0.588,
setup_path,worstSetupEndpoint,"clk3",
synthesis,simple_gate_area_frac,0.312,
setup_path,worst_path_largest_cell_delay,0.48,ns
setup_path,cp_cell_sequence,"clkdlybuf4s50_1",
routing,totalWireLength,1800,microns
final_layout,area_growth,14.3,%
final_layout,drive_above_1_share,0.0820,
run_status,status,"finished clean",
setup_path,critical_path.startpoint_type,"flop",
final_layout,reg_top3,"q x24",
placed_design,placed_cells,195,
final_layout,regMostFlops,"q",
final_layout,design_area,1220,sq um
setup_path,crit_buf_inv,1,
timing,finalCriticalPeriod,2.11,ns
timing,period_used_share,0.422,
routing,highest_layer,"met4",
setup_path,worstPathArrival,1.11,ns
placed_design,placed_area,1170,sq um
synthesis,largest_area_cell,"dfxtp_1",
clock_tree,cts_buffers,3,
setup_path,crit_start,"q[23]",
run,cap_viol_max_count,0,
global_routing,grt_pass1_wl,3410,microns
routing,route.met2.wl,758,microns
setup_path,endpoint_kind,"primary output",
synthesis,ys_sh_mux,0,
setup_path,crit_fanout,3,
setup_path,cp.depth,1,
clock_tree,cts_hold_buf,0,
global_routing,antenna_found_initial,0,
routing,vias,801,
synthesis,synth.most_common_cell,"dfxtp_1",
routing,drtPass1Iterations,2,
final_layout,seqCellArea,480,sq um
placed_design,gp_congestion,0.721,
routing,wl_per_cell,9.02,microns
global_routing,grt_pass1_vias,790,
power,p_sw_frac,0.200,
clock_tree,cts_resized,0,
synthesis,yosys.area.top_type_share,0.449,
timing,fin_setup_tns,0,ns
## how the worst min path moves through the flow
| stage | startpoint | endpoint | slack (ns) |
|---|---|---|---|
| after CTS | q[19] | q[19] | 0.48 |
| after global routing | q[19] | q[19] | 0.50 |
| final | q[19] | q[19] | 0.48 |
## layer usage
| layer | vias to the layer above | track usage |
|---|---|---|
| li1 | 437 | - |
| met1 | 356 | 0.0505 |
| met2 | 6 | 0.0627 |
| met3 | 2 | 0.0111 |
| met4 | 0 | 0.00761 |
| met5 | - | 0 |
## kinds of logic (layout without fill, tap and decap cells)
kind of cell	count (synthesis)	in the layout
xor+xnor	11	11
compound gates	22	22
flops	24	24
fa+ha+maj	1	1
simple gates	57	57
buf+inv	4	7
## power groups by stage
stage	clock network (mW)	logic [mW]	registers, mW
6_report	0.130	0.00704	0.195
5_1_grt	0.141	0.00785	0.196
4_1_cts	0.135	0.00721	0.195
## layout by cell type (no fill, tap or decap), types with 2 or more instances in the layout
master	instances
nor2_1	12
clkdlybuf4s50_1	2
nand3_1	7
or3_2	2
and4_1	2
or4_1	6
clkbuf_8	4
nand2_1	9
or3_1	3
o21ai_0	5
a21oi_1	11
o31ai_1	6
and3_1	2
nand4_1	4
xnor2_1	4
and2_1	3
xor2_1	7
dfxtp_1	24
## cell type report
class                           instances  share of cell area
Clock buffer                            4              0.0450
Tap cell                               77              0.0787
Timing Repair Buffer                    2              0.0164
Multi-Input combinational cell         91               0.464
Inverter                                1             0.00307
Sequential cell                        24               0.393
## stage by stage
step / power, mW / setup WS [ns] / hold slack [ns]
floorplan: 0.204 / 3.29 / 0.439
global placement: 0.207 / 2.68 / 0.456
detailed placement: 0.207 / 2.65 / 0.473
CTS: 0.338 / 2.87 / 0.484
global route: 0.344 / 2.82 / 0.497
finish: 0.333 / 2.89 / 0.483
Power and IR drop assume default switching activity.
